### /design/flow/run.sh
#!/bin/bash
# OpenROAD 26Q1-2900-gdf79404cd8, Yosys 0.63+post, stock flow scripts
make -C /OpenROAD-flow-scripts/flow DESIGN_CONFIG=/design/flow/config.mk WORK_HOME=/design/flow/orfs finish
### /design/flow/config.mk
export PLATFORM = sky130hd
export DESIGN_NAME = BoothMul
export DESIGN_NICKNAME = BoothMul
export VERILOG_FILES = /design/flow/design.v
export SDC_FILE = /design/flow/constraint.sdc
export NUM_CORES = 4
export LEC_CHECK = 1
export CORE_UTILIZATION = 40
### /design/flow/constraint.sdc
current_design BoothMul

set clk_period 3.4
set clk_io_pct 0.2

create_clock -name clk0 -period $clk_period [get_ports {clk}]

set non_clock_inputs [all_inputs -no_clocks]
set_input_delay [expr $clk_period * $clk_io_pct] -clock clk0 $non_clock_inputs
set_output_delay [expr $clk_period * $clk_io_pct] -clock clk0 [all_outputs]
### /design/flow/design.v
module BoothMul #(
    parameter WIDTH = 8,
    parameter log2WIDTH = $clog2(WIDTH)
) (
    input clk,
    input rst,
    input start,
    input signed [WIDTH-1:0] x,
    input signed [WIDTH-1:0] y,
    output reg signed [WIDTH+WIDTH-1:0] z,
    output valid,
    output reg signed [WIDTH-1:0] _x,
    output reg signed [WIDTH-1:0] _y
);
  localparam IDLE = 3'b001;
  localparam CACULATE = 3'b010;
  localparam FINISH = 3'b100;
  wire rst_n = ~rst;
  reg [2:0] state;
  reg [2:0] next_state;
  reg [1:0] q_reg;   
  reg [log2WIDTH:0] cnt;   
  always_ff @(posedge clk or negedge rst_n) begin
    if (!rst_n) begin
      _x <= 0;
      _y <= 0;
    end else begin
      case (state)
        IDLE: begin
          _x <= x;
          _y <= y;
        end
        default: begin
          _x <= _x;
          _y <= _y;
        end
      endcase
    end
  end
  always_ff @(posedge clk or negedge rst_n) begin
    if (!rst_n) begin
      state <= IDLE;
    end else begin
      state <= next_state;
    end
  end
  always_comb begin
    next_state = state;
    case (state)
      IDLE: begin
        if (start) begin
          next_state = CACULATE;
        end else begin
          next_state = IDLE;
        end
      end
      CACULATE: begin
        if (cnt == WIDTH - 1) begin
          next_state = FINISH;
        end else begin
          next_state = CACULATE;
        end
      end
      FINISH: begin
        next_state = IDLE;
      end
      default: begin
        next_state = IDLE;
      end
    endcase
  end
  always_ff @(posedge clk or negedge rst_n) begin
    if (!rst_n) begin
      cnt <= 0;
      q_reg <= 0;
      z <= 0;
    end else begin
      case (state)
        IDLE: begin
          cnt <= 0;
          q_reg <= {y[0], 1'b0};
          z <= {{WIDTH{1'b0}}, y};
        end
        CACULATE: begin
          cnt   <= cnt + 1;
          q_reg <= {_y[cnt[log2WIDTH-1:0]+1], _y[cnt[log2WIDTH-1:0]]};
          case (q_reg)
            2'b00, 2'b11: begin
              z <= $signed(z) >>> 1;
            end
            2'b10: begin
              z <= $signed({z[WIDTH+WIDTH-1:WIDTH] - _x, z[WIDTH-1:0]}) >>> 1;
            end
            2'b01: begin
              z <= $signed({z[WIDTH+WIDTH-1:WIDTH] + _x, z[WIDTH-1:0]}) >>> 1;
            end
          endcase
        end
        FINISH: begin
          cnt <= 0;
          q_reg <= 0;
          z <= z;
        end
        default: begin
          cnt <= 0;
          q_reg <= {y[0], 1'b0};
          z <= {{WIDTH{1'b0}}, y};
        end
      endcase
    end
  end
  assign valid = (state == FINISH);
endmodule
==> GITHUB_STEP_SUMMARY <==
## Implementation flow summary

| Metric | Value |
|---|---|
| Worst path required time | `3.57 ns` |
| Late-Pin Clk Latency | `around 0.30 ns` |
| Rows | `28` |
| DRT Wirelength | `5.52 mm` |
| Grt ovf | `0` |
| Cell type with the largest total area | `dfrtp_1` |
| Wire per inst | `14.7 µm` |
| Synth Cell Area | `2500 µm²` |
| Area leader share | `40.1%` |
| Worst rel slew slack | `approximately 55%` |
| Flops after synth | `41` |
| Clk buf depth | `2` |
| Vias in the first global route | `1829` |
| PwrDens | `283 nW/µm²` |
| R2r setup slk | `1.12 ns` |
| CP Max Fanout | `5` |
| Fin Setup TNS | `0 ns` |
| Startpoint type of the worst setup path | `register` |
| Leak Pwr | `approximately 1.3 nW` |
| Vert. Die Dim | `81.0 µm` |
| Routability cong. | `~0.85` |
| Largest net degree at the start of global routing | `42` |
| Post-Syn Instances | `252` |
| Initial antenna violation count | `0` |
| Top reg by flops | `z` |
| Synth Warn # | `1` |
| Fin crit share | `67.0%` |
| # resized after CTS | `0` |
| RSZ-0062 raised after global routing | `false` |
| Number of enable flip-flop cells | `0` |
| Wire length of the first global-routing pass | `between 9 and 10 mm` |
| Post-synth ARST share | `100%` |
| Logic pwr share | `6.3%` |
| Drc violations | `0` |
| Ant. Diodes | `0` |
| CTS tree | `yes` |
| Syn avg cell area | `between 9 and 10 µm²` |
| Worst-margin pin slew | `0.681 ns` |
| Worst VDD drop | `180 µV` |
| Area of placed instances | `around 3000 µm²` |
| Max reg flops | `16` |
| Yosys Instances | `252` |
| Post-synth cell types | `41` |
| Share of layout cells above drive strength 1 | `between 10% and 20%` |
| Met2 Wirelength | `2.53 mm` |
| Worst Skew | `0.00830 ns` |
| Metal-1 WL | `2.65 mm` |
| Crit path capture type | `register` |
| Internal power | `between 600 and 700 µW` |
| Maxcap violations | `0` |
| Clock Power Share | `37.7%` |
| H-tree levels | `2` |
| Slew Limit Fails | `0` |
| Chip Area | `6560 µm²` |
| Post-route antenna net violation count | `0` |
| Cell area leaders | `dfrtp_1, ha_1, mux2i_1` |
| DIE WIDTH | `81.0 µm` |
| Worst-path clk slew | `0.09 ns` |
| Starting Density | `41.9%` |
| Reg power frac | `56.0%` |
| Max layer used | `met4` |
| Final setup fails | `0` |
| Vias post-DR | `1892` |
| Sw Pwr | `approximately 220 µW` |
| Min Clock Period, post-route | `2.28 ns` |
| Tot GR Track Use | `19.0%` |
| Worst Path Arrival | `2.45 ns` |
| Setup bufs post-CTS | `0` |
| Via density per instance | `between 5 and 6` |
| Crit Path Class | `register to register` |
| # IOs | `52` |
| Sw frac | `24.3%` |
| FMAX | `between 0.4 and 0.5 GHz` |
| Design area | `3140 µm²` |
| Hold_buf cts | `0` |
| Core area | `5960 µm²` |
| First-iteration detailed-routing DRC count | `84` |
| Status | `finished, final reports clean` |
| Root Buffer | `clkbuf_8` |
| Area delta synth->final | `25.8%` |
| Drt first pass iters | `4` |
| CTS buffer count | `5` |
| Biggest regs | `z: 16 flops, _x: 8 flops, _y: 8 flops` |
| DP HPWL | `between 3 and 4 mm` |
| Met3 WL | `about 320 µm` |
| Yosys Chip Area | `2500 µm²` |
| Synth Flop Type | `dfrtp_1` |
| Hold Fails Final Rpt | `0` |
| Tool warnings | `34` |
| Clock sinks | `approximately 41` |
| Synth Seq Share | `between 40% and 50%` |
| I/O Buffers | `51` |
| Worst Hold Class | `register to register` |
## worst max-delay path: stages, from the launching register on
cell and delay (ns):
dfrtp_1 0.43, ha_1 0.24, fa_1 0.40, nor2b_1 0.15
o31ai_1 0.35, o31ai_1 0.13, xnor2_1 0.15, a221oi_2 0.21
o31ai_1 0.09
## final timing paths
check,endpoint,startpoint,cells after the start
min in group asynchronous,_y[2],rst,3
max in group asynchronous,state[0],rst,3
worst max register to register,z[13],z[8],8
worst min register to register,z[0],z[0],2
worst min-delay path,z[0],z[0],2
worst max-delay path,z[13],z[8],8
## layout make-up
cell class                      count  area (µm²)
Fill cell                         555        2820
Multi-Input combinational cell    178        1330
Sequential cell                    41        1030
Timing Repair Buffer               53         526
Tap cell                           75        93.8
Inverter                           20        75.1
Clock buffer                        5        68.8
Clock inverter                      3        21.3
## through the flow
| stage | hold slack, ns | setup slack, ns | total power [mW] | instances | utilization (%) |
|---|---|---|---|---|---|
| finish | 0.511 | 1.12 | 0.887 | 375 | 52.7 |
| global route | 0.534 | 0.976 | 0.933 | 375 | 52.7 |
| CTS | 0.521 | 1.06 | 0.906 | 375 | 52.7 |
| detailed placement | 0.499 | 1.14 | 0.563 | 367 | 51.2 |
| global placement | 0.494 | 1.19 | 0.563 | 367 | 51.2 |
| floorplan | 0.430 | 1.32 | 0.524 | 252 | - |
## layer usage
layer	up-vias	global-route usage, %
met3	2	4.22
li1	956	-
met2	47	29.2
met5	-	0
met4	0	1.43
met1	887	29.5
## power groups by stage
stage | Combinational (mW) | Clock [mW] | Sequential (mW)
6_report | 0.0558 | 0.335 | 0.497
5_1_grt | 0.0625 | 0.372 | 0.498
4_1_cts | 0.0572 | 0.351 | 0.497
## Yosys cell counts (3+ instances only)
cell	n
a21oi_1	10
nor2_1	20
nand2b_1	3
o21ai_0	23
dfrtp_1	40
clkbuf_1	8
a221oi_2	4
mux2_2	10
xnor2_1	9
ha_1	18
nand2_1	28
inv_1	20
nor2b_1	5
o31ai_1	6
mux2i_1	13
## layout by cell type, fill, tap and decap left out, drive strengths merged, types with 9 or more instances in the layout
cell type,netlist,layout
a21oi,11,11
clkdlybuf4s50,0,51
dfrtp,40,40
ha,18,18
inv,20,21
mux2,10,10
mux2i,13,13
nand2,28,28
nor2,20,20
o21ai,24,24
xnor2,9,9
## cell families (layout without fill, tap and decap cells)
family,after synthesis,in the layout,share of synthesized area [%]
and+or+nand+nor,66,66,11.7
muxes,25,25,11.5
adders and majority gates,20,20,10.6
xor gates and xnor gates,11,11,3.86
DFF,41,41,41.2
buffers and inverters,33,81,5.66
AOI/OAI and AO/OA,56,56,15.5
No activity file was given, so power comes from the tool's default toggle rates.
