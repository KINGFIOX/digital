## /design/flow/design.v

```verilog
module handshake_tclk (
    input tclk,
    input resetb_tclk,
    input r_ack,
    input data_avail,
    input [31:0] transmit_data,
    output reg t_rdy,
    output reg [31:0] t_data
);
  localparam IDLE_T = 2'd0, ASSERT_TRDY = 2'd1, DEASSERT_TRDY = 2'd2;
  reg [1:0] t_hndshk_state, t_hndshk_state_nxt;
  reg t_rdy_nxt;
  reg [31:0] t_data_nxt;
  reg r_ack_d1, r_ack_tclk;
  always_comb begin
    t_hndshk_state_nxt = t_hndshk_state;
    t_rdy_nxt = 1'b0;
    t_data_nxt = t_data;
    case (t_hndshk_state)
      IDLE_T: begin
        if (data_avail) begin
          t_hndshk_state_nxt = ASSERT_TRDY;
          t_rdy_nxt = 1'b1;
          t_data_nxt = transmit_data;   
        end
      end
      ASSERT_TRDY: begin
        if (r_ack_tclk) begin
          t_rdy_nxt = 1'b0;
          t_hndshk_state_nxt = DEASSERT_TRDY;
          t_data_nxt = 'd0;
        end else begin
          t_rdy_nxt  = 1'b1;
          t_data_nxt = t_data;
        end
      end
      DEASSERT_TRDY: begin
        if (!r_ack_tclk) begin
          if (data_avail) begin
            t_hndshk_state_nxt = ASSERT_TRDY;
            t_rdy_nxt = 1'b1;
            t_data_nxt = transmit_data;
          end else begin
            t_hndshk_state_nxt = IDLE_T;
          end
        end
      end
      default: begin
      end
    endcase
  end
  always_ff @(posedge tclk or negedge resetb_tclk) begin
    if (!resetb_tclk) begin
      t_hndshk_state <= IDLE_T;
      t_rdy <= 1'b0;
      t_data <= 'd0;
      r_ack_d1 <= 1'b0;
      r_ack_tclk <= 1'b0;
    end else begin
      t_hndshk_state <= t_hndshk_state_nxt;
      t_rdy <= t_rdy_nxt;
      t_data <= t_data_nxt;
      r_ack_d1 <= r_ack;
      r_ack_tclk <= r_ack_d1;
    end
  end
endmodule
```

## /design/flow/run.sh

```bash
#!/bin/bash
# OpenROAD 26Q1-2900-gdf79404cd8, Yosys 0.63+post, stock flow scripts
make -C /OpenROAD-flow-scripts/flow DESIGN_CONFIG=/design/flow/config.mk WORK_HOME=/design/flow/orfs finish
```

## /design/flow/config.mk

```make
export PLATFORM = sky130hd
export DESIGN_NAME = handshake_tclk
export DESIGN_NICKNAME = handshake_tclk
export VERILOG_FILES = /design/flow/design.v
export SDC_FILE = /design/flow/constraint.sdc
export NUM_CORES = 4
export LEC_CHECK = 1
export CORE_UTILIZATION = 30
```

## /design/flow/constraint.sdc

```tcl
current_design handshake_tclk

set clk_period 8.0
set clk_io_pct 0.2

create_clock -name clk0 -period $clk_period [get_ports {tclk}]

set non_clock_inputs [all_inputs -no_clocks]
set_input_delay [expr $clk_period * $clk_io_pct] -clock clk0 $non_clock_inputs
set_output_delay [expr $clk_period * $clk_io_pct] -clock clk0 [all_outputs]
```

==> impl_metrics.py <==
# Metrics from the implementation run
metrics = {
    "status": {
        "outcome": "finished, final reports clean",
    },
    "yosys": {
        "yosysWarningCount": 1,
        "top_cell_area_share_pct": 52.2,
        "edf_count": 0,
        "async_reset_ff_share_pct": 100,
        "ys_ff": 38,
        "top_area_cell": "dfrtp_1",
        "ys_types": 17,
        "postSynthAreaPerCell_um2": 11.4,
        "yosys_area_um2": 1770,
        "ys.flop_type": "dfrtp_1",
        "synthTopCellsByArea": "dfrtp_1 (52%), mux2i_1 (18%), nand2b_1 (11%)",
        "synth_seq_share_pct": 53.7,
        "synthTopCellsByCount": "dfrtp_1 (37), nand2_1 (33), mux2i_1 (32), nand2b_1 (32), buf_2 (4)",
        "netlist.top_cell.by_instances": "dfrtp_1",
        "synth_cells": 156,
        "syn_area_um2": 1770,
        "ys_cells": 156,
    },
    "floorplan": {
        "core_um2": 5610,
        "ioPinCount": 69,
        "dieHeight_um": 78.9,
        "die_w_um": 78.9,
        "die_area_um2": 6220,
        "core.rowCount": 27,
        "fp-utilization_pct": 31.6,
    },
    "worst_setup_path": {
        "r2r-start": "t_hndshk_state[1]",
        "critPathKind": "in2reg",
        "critPathRequiredTime_ps": 8210,
        "worstRegToRegCells": 4,
        "crit_start": "data_avail",
        "arrival_ps": 3150,
        "end_kind": "register",
        "crit_end": "t_data[11]",
        "r2r_end": "t_data[11]",
        "startpoint_type": "input pin",
        "cp_max_fo": 19,
        "r2r_setup_slack_ps": 6190,
    },
    "finish": {
        "fin_util_pct": 45.8,
        "drive_gt1_share_pct": 7.08,
        "area_growth_pct": 44.9,
    },
    "final_timing": {
        "fin_crit_sh_pct": 36.8,
        "slew-limit-headroom_pct": 60.7,
        "rsz0062_at_grt": "false",
        "setup_viol": 0,
        "hold_violations": 0,
        "clock_skew_ps": 4.94,
        "final_max_slew_viol_count": 0,
        "max_clock_freq_ghz": 0.340,
        "post-route-min-period_ps": 2940,
        "worst_pin_slew_ps": 587,
        "setup_tns_ps": 0,
    },
    "power_and_ir_drop": {
        "power_leakage_uw": 0.00128,
        "pwr-share-clk_pct": 27.8,
        "p_sw_uw": 113,
        "ir_worst_vdd_mv": 0.0660,
        "p_comb_share_pct": 23.4,
        "internal_power_uw": 367,
        "power_density_nw_per_um2": 187,
        "swShare_pct": 23.6,
        "p_seq_share_pct": 48.8,
    },
    "place": {
        "io_buffers": 68,
        "gp_congestion": 0.734,
        "dpl.hpwl_um": 2510,
    },
    "clocking": {
        "cts_buffer_depth": 2,
        "clock_sinks": 38,
        "insertion_delay_ps": 280,
        "cts-buffers-inserted": 5,
        "hold_buffers": 0,
        "cts-root-buf": "clkbuf_8",
        "cts_resized": 0,
        "htree_levels": 2,
        "clk_pin_slew_ps": 70,
        "postCtsSetupBuffers": 0,
        "cts_tree": "yes",
    },
    "global_routing": {
        "grt_max_degree": 39,
        "gr-total-overflow": 0,
        "grt_pass1_vias": 1280,
        "antenna_found_initial": 0,
        "grt_pass1_wl_um": 6070,
        "grt_util_all_layers_pct": 12.5,
    },
    "routing": {
        "wire_per_inst_um": 12.3,
        "drc": 0,
        "wirelength_um": 3670,
        "drtIter0Drc": 29,
        "insertedDiodeCount": 0,
        "first_pass_iters": 4,
        "vias": 1259,
        "antenna_left": 0,
        "avgViaCountPerCell": 4.22,
    },
    "worst_hold_path": {
        "holdPathStages": 0,
        "min_path_type": "reg2reg",
    },
    "job": {
        "warnings": 25,
        "drv_cap": 0,
    },
}
worst max-delay path, stage by stage:
cell	delay [ps]
clkdlybuf4s50_1	460
nor2b_2	190
o21ai_4	230
buf_4	430
mux2i_1	220
state kept, by name (all words and copies together), names as in the netlist:
name / flops
r_ack_d1: 1
r_ack_tclk: 1
t_data: 32
t_hndshk_state: 3
t_rdy: 1
cell type report:
type | instances | area (µm²)
clock inverters | 1 | 5.00
fillers | 552 | 3040
flip-flops and latches | 38 | 952
clock buffers | 7 | 86.3
well taps | 72 | 90.1
repair buffers | 72 | 706
multi-input cells | 108 | 729
worst min-delay path by stage:
stage            end  slack, ps  startpoint
4_1_cts   r_ack_tclk        350    r_ack_d1
5_1_grt   r_ack_tclk        380    r_ack_d1
6_report  r_ack_tclk        350    r_ack_d1
cell usage in the layout, fill, tap and decap left out, types with 3 or more instances in the layout:
cell type        netlist  final
buf_4                  0      4
nand2_1               33     33
mux2i_1               32     32
clkdlybuf4s50_1        0     67
clkbuf_8               0      6
nand2b_1              32     32
nor2_1                 3      3
dfrtp_1               37     37
power by group through the flow:
stage | clock network (µW) | logic [µW] | registers (µW)
6_report | 134 | 112 | 235
5_1_grt | 147 | 125 | 239
4_1_cts | 138 | 115 | 235
cells by family after synthesis:
logic type / share of synthesized area [%]
flops: 53.7
mux: 18.1
buf+inv: 5.15
compound gates: 2.12
simple gates: 21.0
layer usage:
layer	up-vias	share of wire [%]	GRT usage, %
met1	577	46	18.2
met5	-	0	0
met2	40	46	20.3
met3	5	6.6	2.92
li1	637	-	-
met4	0	1.6	1.64
through the flow:
stage | cells | hold slack (ps) | cell area (µm²) | total power (µW) | setup WS, ps
CTS | 298 | 354 | 2570 | 488 | 5060
detailed placement | 290 | 336 | 2480 | 353 | 4740
floorplan | 156 | 331 | 1770 | 276 | 5710
finish | 298 | 350 | 2570 | 481 | 5060
global placement | 290 | 335 | 2480 | 353 | 4780
global route | 298 | 377 | 2570 | 510 | 4960
No activity file was given, so power comes from the tool's default toggle rates.
