==> flow/design.v <==
module timertick_gen #(
    parameter US_COUNTER_MAX = 'd199
) (
    input clk_200,
    input resetb,
    output reg us_tick,
    output reg ms_tick,
    output reg sec_tick
);
  reg [7:0] us_counter;
  wire [7:0] us_counter_nxt = (us_counter == US_COUNTER_MAX) ? 'd0 : (us_counter + 1'b1);
  wire us_tick_nxt = (us_counter == US_COUNTER_MAX);
  reg [9:0] ms_counter, ms_counter_nxt;
  always_comb begin
    ms_counter_nxt = ms_counter;
    if (us_tick) begin
      if (ms_counter == 'd999) begin
        ms_counter_nxt = 'd0;
      end else begin
        ms_counter_nxt = ms_counter + 1'b1;
      end
    end
  end
  assign ms_tick_nxt = (ms_counter == 'd999);
  reg [9:0] sec_counter;
  wire [9:0] sec_counter_nxt = ms_tick ? ((sec_counter == 'd999) ? 'd0 : (sec_counter + 1'b1)) : sec_counter;
  assign sec_tick_nxt = (sec_counter == 'd999);
  always_ff @(posedge clk_200 or negedge resetb) begin
    if (!resetb) begin
      us_counter <= 'd0;
      ms_counter <= 'd0;
      sec_counter <= 'd0;
      us_tick <= 1'b0;
      ms_tick <= 1'b0;
      us_tick <= 1'b0;
    end else begin
      us_counter <= us_counter_nxt;
      ms_counter <= ms_counter_nxt;
      sec_counter <= sec_counter_nxt;
      us_tick <= us_tick_nxt;
      ms_tick <= ms_tick_nxt;
      us_tick <= us_tick_nxt;
    end
  end
endmodule
==> flow/run.sh <==
#!/bin/bash
# OpenROAD 26Q1-2900-gdf79404cd8, Yosys 0.63+post, stock flow scripts
make -C /OpenROAD-flow-scripts/flow DESIGN_CONFIG=/design/flow/config.mk WORK_HOME=/design/flow/orfs finish
==> flow/config.mk <==
export PLATFORM = sky130hd
export DESIGN_NAME = timertick_gen
export DESIGN_NICKNAME = timertick_gen
export VERILOG_FILES = /design/flow/design.v
export SDC_FILE = /design/flow/constraint.sdc
export NUM_CORES = 4
export LEC_CHECK = 1
export CORE_AREA = 10 10 88 88
export DIE_AREA = 0 0 98 98
==> flow/constraint.sdc <==
current_design timertick_gen

set clk_period 2.3
set clk_io_pct 0.2

create_clock -name clk0 -period $clk_period [get_ports {clk_200}]

set non_clock_inputs [all_inputs -no_clocks]
set_input_delay [expr $clk_period * $clk_io_pct] -clock clk0 $non_clock_inputs
set_output_delay [expr $clk_period * $clk_io_pct] -clock clk0 [all_outputs]
==> job_summary.md <==
## PnR job results

| Metric | Value |
|---|---|
| Yosys stat area | 980 sq um |
| Sum Neg Setup Slack | 0 ns |
| Remaining antenna violation count | 0 |
| Vias in the first global route | 635 |
| Drt pass-1 iters | 4 |
| Post-Syn Instances | 92 |
| Crit-path cells | clkdlybuf4s50_1 |
| Hold-fix buffers, CTS | 0 |
| PD cells | 548 mW/mm^2 |
| Fmax | 559 MHz |
| First-pass GRT wire length | 3050 microns |
| Vias post-DR | 693 |
| Die W | 98 microns |
| Max VDD drop | 0.376 mV |
| Buffers on Ports | 3 |
| CTS resizes | 0 |
| Skew-Pair Late Insertion Delay | 0.26 ns |
| Drt drc | 0 |
| Clk sinks | 20 |
| Seq share, synth | 51.1% |
| CP max-delay cell | dfrtp_1 |
| Max-area cell share | 51.1% |
| Dpl hpwl | 1180 microns |
| Synth unique cells | 31 |
| Crit-path leading delay family | flip-flops |
| Final Max-Slew Violation Tally | 0 |
| Minimum clock period | 1.79 ns |
| RSZ-0062 raised after global routing | no |
| Met2 WL | 713 microns |
| Cells after DPL | 168 |
| Mapped Area | 980 sq um |
| CP endpoint kind | output port |
| WL per Instance | 9.60 microns |
| Highest Signal Layer | met4 |
| Most frequent cells in the layout | dfrtp_1, nand2_1, o21ai_0, nand4_1, inv_1 |
| Mapped Avg Cell Area | 10.6 sq um |
| Post-CTS setup buffer count | 0 |
| DRT iter0 DRCs | 42 |
| Final Cycle Share | 77.8% |
| Synth-to-Final Area Change | 17.2% |
| Ports | 5 |
| Area leader, netlist | dfrtp_1 |
| Share of post-route cells with drive strength above 1 | 9.28% |
| WP data arrival | 1.33 ns |
| Number of buffers created by CTS | 3 |
| Final GP Congestion | 0.807 |
| Initial antenna violation count | 0 |
| Hold Crit Class | reg -> reg |
| PnR Total Power | 0.629 mW |
| WP data required | 1.84 ns |
| CTS clk-pin slew, worst paths | 0.07 ns |
| CTS Buffer Depth | 2 |
| Ys cells | 92 |
| Ys Warns | 4 |
| Top logic cell by instance count in the layout | dfrtp_1 |
| GRT overflow | 0 |
| Fp util | 16.5% |
| Root Buffer Master | clkbuf_8 |
| Total GRT Usage | 3.63% |
| Crit-path max FO | 12 |
| CTS H-tree lvls | 1 |
| Critical path class | reg -> out |
| Die height | 98 microns |
| Endpoints failing setup | 0 |
| WP buf/inv | 1 |
| Final hold violations | 0 |
| Post-Layout Cell Count | 172 |
| DR vias/cell | 4.03 |
| Max cap viols | 0 |
| CTS tree | yes |
| Drt total wl | 1650 microns |
| ANT cells | 0 |
| WL met3 | 58 microns |
| Critical path's largest stage delay | 0.54 ns |
| Row Count | 28 |
| Fill cell count | 632 |
| Hold slack | 0.489 ns |
| Largest net degree at the start of global routing | 21 |
| M1 WL | 851 microns |
| Tool warning count | 25 |
| CP startpoint kind | register |
| Placeable Area | 0.00592 sq mm |
| Status | finished, final reports clean |
| Chip Area | 0.00960 sq mm |
| Synth top area cells | dfrtp_1, xnor2_1, nand4_1 |
| Pleak | 0.446 nW |
| Setup Skew | 0.00542 ns |
| Synth flops | 20 |
## power breakdown
group	leakage (nW)	internal, mW	switching [mW]
clock	0.0288	0.152	0.116
sequential	0.270	0.351	0
combinational	0.148	0.00261	0.00689
total	0.446	0.506	0.123
## cell families after synthesis
family,after synthesis,synth area share (%)
adder cells (fa/ha/maj),2,2.55
AND-OR/OR-AND,16,10.7
other,1,0.383
buffers and inverters,9,4.09
flip-flops,20,51.1
XOR/XNOR,7,6.26
multiplexers,2,2.04
AND/OR/NAND/NOR,35,22.9
## Yosys cell counts
cell type / instances
and3_1: 1
mux2i_1: 2
a211oi_1: 1
nor2_1: 2
o211ai_1: 1
ha_1: 2
a31oi_1: 1
nand2_1: 7
or3b_1: 1
o21ai_1: 2
buf_4: 1
conb_1: 1
o2bb2ai_1: 1
nor4_1: 1
inv_1: 6
nor3_2: 1
buf_2: 2
nand3_1: 5
nand3_2: 1
nand4bb_2: 1
nand4_1: 6
xnor2_1: 5
dfrtp_1: 20
o221ai_1: 3
or4_1: 5
nor3_4: 1
o21ai_0: 6
nor3_1: 2
or2_0: 1
xor2_1: 2
o311ai_1: 1
## layout make-up
type,instances,area [sq um],area share [%]
Sequential cell,20,500,43.6
Multi-Input combinational cell,63,439,38.2
Timing Repair Buffer,4,37.5,3.27
Clock buffer,4,55.1,4.79
Tap cell,75,93.8,8.17
Inverter,6,22.5,1.96
## state kept, by name, summed over array words and instances (netlist names)
register    cells
ms_counter     10
ms_tick         1
us_tick         1
us_counter      8
## final timing paths
| check | slack [ns] | startpoint | to | depth (start not counted) |
|---|---|---|---|---|
| setup / recovery | 0.51 | us_tick | us_tick | 1 |
| hold / removal | 0.49 | us_counter[0] | us_counter[0] | 1 |
| setup reg to reg | 0.80 | ms_counter[1] | ms_counter[6] | 4 |
| hold reg to reg | 0.49 | us_counter[0] | us_counter[0] | 1 |
| max in group asynchronous | 1.53 | resetb | ms_counter[3] | 2 |
| min in group asynchronous | 0.55 | resetb | ms_counter[7] | 2 |
## through the flow
stage / utilization [%] / setup WS [ns] / area (sq um)
4_1_cts: 19.4 / 0.499 / 1150
3_5_place_dp: 18.5 / 0.786 / 1090
3_3_place_gp: 18.5 / 0.787 / 1090
6_report: 19.4 / 0.512 / 1150
5_1_grt: 19.4 / 0.439 / 1150
2_1_floorplan: - / 0.949 / 980
## routing by layer
metal | vias up | track usage (%)
met5 | - | 0
met2 | 8 | 5.28
met3 | 2 | 1.28
li1 | 353 | -
met1 | 330 | 5.16
met4 | 0 | 0.559
Power figures rest on the tool's default switching activity, not on a simulated workload.
